==> flow/design.v <==
`timescale 1 ns / 1 ps
module CoreFalco_M_DEVICE_PORT #
(
    parameter integer C_M_AXI_ADDR_WIDTH = 32,  
    parameter integer C_M_AXI_DATA_WIDTH = 32   
)
(
    input wire M_AXI_ACLK,        
    input wire M_AXI_ARESETN,     
    input  wire                               stall_i,
    input  wire [1:0]                         M_CORE_commit_count,
    input  wire                               M_DEVICE_store_req,
    input  wire [ C_M_AXI_DATA_WIDTH - 1 : 0] M_DEVICE_store_addr,
    input  wire [ C_M_AXI_DATA_WIDTH/8-1 : 0] M_DEVICE_store_byte_enable,
    input  wire [ C_M_AXI_DATA_WIDTH - 1 : 0] M_DEVICE_store_data,
    input  wire                               M_DEVICE_load_ck_hit_load_req,
    input  wire                               M_DEVICE_load_ck_hit_load_kill,
    input  wire [ C_M_AXI_DATA_WIDTH - 1 : 0] M_DEVICE_load_addr,
    output wire                               M_DEVICE_load_hit,
    output wire                               M_DEVICE_load_miss,
    output reg                                M_DEVICE_load_data_ready,
    output wire                               M_DEVICE_store_finished,
    output wire [ C_M_AXI_DATA_WIDTH - 1 : 0] M_DEVICE_load_data,
    output wire [C_M_AXI_ADDR_WIDTH - 1 : 0] M_AXI_AWADDR,  
    output wire [2 : 0] M_AXI_AWPROT,  
    output wire M_AXI_AWVALID,    
    input  wire M_AXI_AWREADY,    
    output wire [C_M_AXI_DATA_WIDTH - 1 : 0] M_AXI_WDATA,   
    output wire [C_M_AXI_DATA_WIDTH / 8 - 1 : 0] M_AXI_WSTRB,  
    output wire M_AXI_WVALID,    
    input  wire M_AXI_WREADY,    
    input  wire [1 : 0] M_AXI_BRESP,  
    input  wire M_AXI_BVALID,         
    output wire M_AXI_BREADY,         
    output wire [C_M_AXI_ADDR_WIDTH - 1 : 0] M_AXI_ARADDR,  
    output wire [2 : 0] M_AXI_ARPROT,  
    output wire M_AXI_ARVALID,  
    input  wire M_AXI_ARREADY,  
    input  wire [C_M_AXI_DATA_WIDTH - 1 : 0] M_AXI_RDATA,  
    input  wire [1 : 0] M_AXI_RRESP,                       
    input  wire M_AXI_RVALID,   
    output wire M_AXI_RREADY    
);
reg [63:0] cycle_counter;  
reg [63:0] instret_counter;  
reg [7:0]  cycle_counter_ctrl;  
localparam [2:0]
    S_IDLE = 0,
    S_LOAD_INIT = 1,
    S_LOAD = 2,
    S_LOAD_DONE = 3,
    S_STORE_INIT = 4,
    S_STORE = 5,
    S_STORE_DONE = 6;
reg load_kill;
reg axi_awvalid;
reg axi_wvalid;
reg axi_arvalid;
reg axi_rready;
reg axi_bready;
reg [C_M_AXI_ADDR_WIDTH - 1 : 0] axi_awaddr;
reg [C_M_AXI_ADDR_WIDTH - 1 : 0] axi_araddr;
wire write_resp_error;
wire read_resp_error;
reg [ C_M_AXI_DATA_WIDTH - 1 : 0] fetched_data;  
reg [ C_M_AXI_DATA_WIDTH - 1 : 0] fetched_data_dly;  
reg write_done;    
reg read_done;     
wire store_is_internal;
wire load_is_internal;
wire [7:0] store_internal_offset;
wire [7:0] load_internal_offset;
assign store_is_internal = (M_DEVICE_store_addr[27:24] == 4'h1);
assign load_is_internal  = (M_DEVICE_load_addr[27:24] == 4'h1);
assign store_internal_offset = M_DEVICE_store_addr[7:0];
assign load_internal_offset = M_DEVICE_load_addr[7:0];
reg [2:0] mst_state, next_mst_state;
always @(posedge M_AXI_ACLK)
    if (M_AXI_ARESETN == 0)
        mst_state <= 0;
    else
        mst_state <= next_mst_state;
always @(*) begin
    case (mst_state)
        S_IDLE:
            if (M_DEVICE_store_req && 
                ~M_DEVICE_store_finished &&
                store_is_internal)
                next_mst_state = S_STORE;
            else if (M_DEVICE_store_req &&
                     ~M_DEVICE_store_finished ) 
                next_mst_state = S_STORE_INIT;
            else if (M_DEVICE_load_ck_hit_load_req && 
                     ~M_DEVICE_load_hit && 
                     ~M_DEVICE_load_ck_hit_load_kill &&
                     load_is_internal) 
                next_mst_state = S_LOAD;
            else if (M_DEVICE_load_ck_hit_load_req && 
                     ~M_DEVICE_load_hit && 
                     ~M_DEVICE_load_ck_hit_load_kill) 
                next_mst_state = S_LOAD_INIT;
            else 
                next_mst_state = S_IDLE;
        S_LOAD_INIT: next_mst_state = S_LOAD;
        S_LOAD:
            if (read_done) next_mst_state = S_LOAD_DONE;
            else next_mst_state = S_LOAD;
        S_LOAD_DONE:
            if (stall_i) next_mst_state = S_LOAD_DONE;
            else next_mst_state = S_IDLE;
        S_STORE_INIT: next_mst_state = S_STORE;
        S_STORE:
            if (write_done) next_mst_state = S_STORE_DONE;
            else next_mst_state = S_STORE;
        S_STORE_DONE:
            next_mst_state = S_IDLE;
        default: next_mst_state = S_IDLE;
    endcase
end
always @(posedge M_AXI_ACLK) begin
    if (M_AXI_ARESETN == 0)
        load_kill <= 0;
    else if (mst_state == S_IDLE || mst_state == S_LOAD_DONE)
        load_kill <= 0;
    else if (M_DEVICE_load_ck_hit_load_kill)
        load_kill <= 1;
    else
        load_kill <= load_kill;
end
assign M_AXI_AWADDR	 = axi_awaddr;
assign M_AXI_AWPROT  = 3'b000;
assign M_AXI_AWVALID = axi_awvalid;
assign M_AXI_WVALID = axi_wvalid;
assign M_AXI_WSTRB  = M_DEVICE_store_byte_enable;
assign M_AXI_BREADY = axi_bready;
assign M_AXI_ARADDR = axi_araddr;
assign M_AXI_ARVALID = axi_arvalid;
assign M_AXI_ARPROT = 3'b000;
assign M_AXI_RREADY = axi_rready;
assign write_resp_error = axi_bready & M_AXI_BVALID & M_AXI_BRESP[1];
assign read_resp_error = axi_rready & M_AXI_RVALID & M_AXI_RRESP[1];
always @(posedge M_AXI_ACLK) begin
    if (M_AXI_ARESETN == 0)
        axi_awvalid <= 0;
    else if (mst_state == S_STORE_INIT)  
        axi_awvalid <= 1;
    else if (M_AXI_AWREADY && axi_awvalid)  
        axi_awvalid <= 0;                   
    else
        axi_awvalid <= axi_awvalid;
end
always @(posedge M_AXI_ACLK) begin 
    if (M_AXI_ARESETN == 0)
        axi_awaddr <= 0;
    else if (mst_state == S_STORE_INIT)
        axi_awaddr <= M_DEVICE_store_addr;
end
always @(posedge M_AXI_ACLK) begin
    if (M_AXI_ARESETN == 0)
        axi_wvalid <= 0;
    else if (mst_state == S_STORE_INIT)
        axi_wvalid <= 1;                  
    else if (M_AXI_WREADY && axi_wvalid)  
        axi_wvalid <= 0;                  
    else
        axi_wvalid <= axi_wvalid;
end
assign M_AXI_WDATA = M_DEVICE_store_data;
always @(posedge M_AXI_ACLK) begin
    if (M_AXI_ARESETN == 0)
        axi_bready <= 0;
    else if (M_AXI_BVALID && ~axi_bready)  
        axi_bready <= 1;                   
    else if (axi_bready)                   
        axi_bready <= 0;                   
    else
        axi_bready <= axi_bready;          
end
always @(posedge M_AXI_ACLK) begin
    if (M_AXI_ARESETN == 0)
        axi_arvalid <= 0;
    else if (mst_state == S_LOAD_INIT)  
        axi_arvalid <= 1;
    else if (M_AXI_ARREADY && axi_arvalid)     
        axi_arvalid <= 0;                      
end
always @(posedge M_AXI_ACLK) begin 
    if (M_AXI_ARESETN == 0)
        axi_araddr <= 0;
    else if (mst_state == S_LOAD_INIT)
        axi_araddr <= M_DEVICE_load_addr;
end
always @(posedge M_AXI_ACLK) begin
    if (M_AXI_ARESETN == 0)
        axi_rready <= 0;
    else if (M_AXI_RVALID && ~axi_rready)  
        axi_rready <= 1;                   
    else if (axi_rready)                   
        axi_rready <= 0;                   
end
assign M_DEVICE_load_data = fetched_data_dly;
always @(posedge M_AXI_ACLK) begin  
    if (M_AXI_ARESETN == 0) begin
        fetched_data <= 32'b0;
    end else if (mst_state == S_LOAD && load_is_internal) begin
        if (load_internal_offset == 8'h00)
            fetched_data <= cycle_counter_ctrl;
        else if (load_internal_offset == 8'h04)
            fetched_data <= cycle_counter[31:0];
        else if (load_internal_offset == 8'h08)
            fetched_data <= cycle_counter[63:32];
        else if (load_internal_offset == 8'h0C)
            fetched_data <= instret_counter[31:0];
        else if (load_internal_offset == 8'h10)
            fetched_data <= instret_counter[63:32];
        else
            fetched_data <= 32'hdeadbeef;
    end else if (M_AXI_RVALID) begin
        fetched_data <= M_AXI_RDATA;
    end else begin
        fetched_data <= fetched_data;
    end
end
always @(posedge M_AXI_ACLK)
    if (M_AXI_ARESETN == 0)
        fetched_data_dly <= 0;
    else
        fetched_data_dly <= fetched_data;
always @(posedge M_AXI_ACLK) begin
    if (M_AXI_BVALID && axi_bready)  
        write_done <= 1;             
    else if (mst_state == S_STORE && store_is_internal && ~write_done)
        write_done <= 1;
    else
        write_done <= 0;
end
always @(posedge M_AXI_ACLK) begin
    if (M_AXI_ARESETN == 0)
        read_done <= 0;
    else if ((M_AXI_RVALID && axi_rready) || 
              (mst_state == S_LOAD && load_is_internal && ~read_done))  
        read_done <= 1;                  
    else
        read_done <= 0;
end
assign M_DEVICE_store_finished = write_done;
assign M_DEVICE_load_hit = read_done;
assign M_DEVICE_load_miss = ~read_done;
always @(posedge M_AXI_ACLK) begin
    if (M_AXI_ARESETN == 0)
        M_DEVICE_load_data_ready <= 0;
    else if (load_kill || M_DEVICE_load_ck_hit_load_kill)
        M_DEVICE_load_data_ready <= 0;
    else
        M_DEVICE_load_data_ready <= read_done;
end 
always @(posedge M_AXI_ACLK) begin
    if (M_AXI_ARESETN == 0)
        cycle_counter <= 0;
    else if (cycle_counter_ctrl[1])
        cycle_counter <= 0;
    else if (cycle_counter_ctrl[0])
        cycle_counter <= cycle_counter + 1;
    else
        cycle_counter <= cycle_counter;
end
always @(posedge M_AXI_ACLK) begin
    if (M_AXI_ARESETN == 0)
        cycle_counter_ctrl <= 1;
    else if (mst_state == S_STORE &&
             store_is_internal &&
             M_DEVICE_store_byte_enable[0] == 1 &&
             store_internal_offset == 4'h0)
        cycle_counter_ctrl <= M_DEVICE_store_data[7:0];
    else
        cycle_counter_ctrl <= cycle_counter_ctrl;
end
always @(posedge M_AXI_ACLK) begin
    if (M_AXI_ARESETN == 0)
        instret_counter <= 0;
    else
        instret_counter <= instret_counter + M_CORE_commit_count;
end
endmodule
==> flow/run.sh <==
#!/bin/bash
# OpenROAD 26Q1-2900-gdf79404cd8, Yosys 0.63+post, stock flow scripts
make -C /OpenROAD-flow-scripts/flow DESIGN_CONFIG=/design/flow/config.mk WORK_HOME=/design/flow/orfs finish
==> flow/config.mk <==
export PLATFORM = sky130hd
export DESIGN_NAME = CoreFalco_M_DEVICE_PORT
export DESIGN_NICKNAME = CoreFalco_M_DEVICE_PORT
export VERILOG_FILES = /design/flow/design.v
export SDC_FILE = /design/flow/constraint.sdc
export NUM_CORES = 4
export LEC_CHECK = 1
export CORE_UTILIZATION = 50
==> flow/constraint.sdc <==
current_design CoreFalco_M_DEVICE_PORT

set clk_period 9.4
set clk_io_pct 0.2

create_clock -name clk0 -period $clk_period [get_ports {M_AXI_ACLK}]

set non_clock_inputs [all_inputs -no_clocks]
set_input_delay [expr $clk_period * $clk_io_pct] -clock clk0 $non_clock_inputs
set_output_delay [expr $clk_period * $clk_io_pct] -clock clk0 [all_outputs]
==> notes.md <==
The HPWL after detailed placement is 26700 um. Per the cell usage report, the commonest logic cells after layout are sky130_fd_sc_hd__dfxtp_1, sky130_fd_sc_hd__clkdlybuf4s50_1, sky130_fd_sc_hd__nor2_1, sky130_fd_sc_hd__o21ai_0, sky130_fd_sc_hd__nand2_1. The number of antenna violations at the first check in global routing is 0. The cell area power density came out at 161 nW/um^2. The logs give 12800 um^2 for the area reported by Yosys stat and 10.5k for the via count of the first global-routing pass.

Clock skew on the completed layout was measured at 0.0124 ns. The die is 162 um tall. Summing all placed instances gives a cell area of 15000 um^2. Global routing used 30.2% of the available tracks. For the count of final max-slew check failures, the log shows 0.

The final layout contains routed wiring with a total length of 38000 um. Counting only logic cells after layout, the most numerous master is sky130_fd_sc_hd__dfxtp_1. Per the detail_route report, inserted antenna diodes total 0.

Setup repair after global routing left no endpoint under its margin. Global routing used 42.9% of the available met1 tracks. For the count of pins on the block boundary, the log shows 296. With the setup TNS after final layout at 0 ns, the leakage power figure is 5.47 nW.

The tools report the number of core rows as 58. The capture point of the worst register-to-register path is recorded as instret_counter[56]. The transition time recorded at the tightest slew-check pin is 0.859 ns.

TritonCTS built the clock tree. The initial utilization of the core area, before any placement, comes to 51.0%. The run gives 46.1% for the met2 usage in global routing. The cell sequence reported for the critical path is clkdlybuf4s50_1 -> ha_1 -> inv_1 -> fa_1 -> nand4b_1 -> nor4_1 -> buf_4 -> nand4_1 -> or4_1 -> a21oi_1. The peak fanout along the critical path was 20.

The path type of the worst setup path is in2reg. The stage logs contain a warning count of 30. After synthesis, the cell types taking the most area are sky130_fd_sc_hd__dfxtp_1, sky130_fd_sc_hd__mux2i_1, sky130_fd_sc_hd__nor2_1, sky130_fd_sc_hd__o21ai_0, sky130_fd_sc_hd__nand4_1. Worst path buffer plus inverter count: 3. Counting I/O delays and the setup requirement, the final critical path takes 4.86 ns.

For the cell count listed in synth_stat.txt, the log shows 1463. With the timing-limited maximum frequency at 0.206 GHz, the pin count of the biggest net entering global routing is 71. The clock transition at the registers of the reported paths came out at 0.06 ns.

The worst hold path cell count was 1; the post-layout utilization of the core was 63.4%. The run gives 8.75 um^2 for the mean cell area of the mapped netlist. With the required time at the endpoint of the critical path at 9.88 ns, the share of final-layout standard cells stronger than drive strength 1 is 6.52%. The run gives 0 for the remaining number of nets flagged by the antenna check after routing.

According to the timing report, the arrival time at the worst endpoint equals 5.34 ns. Per the OpenROAD power report, switching power amounts to 577 uW. After floorplanning, the die was sized to cover 26200 um^2. The tools report the endpoint of the worst hold-timing path as mst_state[0]. The class of the tightest hold or removal check is reg2reg. After routing the design area is 15900 um^2. For the count of clock tree sinks, the log shows 280.

The final report lists the setup-violating endpoint count as 0. The H-tree depth was 1; the post-cts hold buffer count was 0. Measured in cells, the most critical reg-to-reg path has a length of 9. The number of buffers between clock root and the deepest sink was 3.

The tools report the origin of the critical flop-to-flop path as instret_counter[0]. Once iteration 0 of detailed routing completed, the report listed 889 DRC markers. The synthesis-to-layout area growth came out at 24.5%. The critical path's slowest stage uses the library cell sky130_fd_sc_hd__or4_1. With the number of DRC violations after detailed routing at 0, the final estimated routing congestion in global placement is 0.903. Looking at the post-CTS report, the setup buffer insertion count equals 0.

Among cell families on the critical path, the largest total delay comes from simple AND/OR/NAND/NOR gates. The first detailed-routing pass ran for 5 iterations. The register bit count reported by yosys was 280. Summed over all layers, the global routing overflow is 0. STA classifies the critical path startpoint as a primary input. The root buffer cell was sky130_fd_sc_hd__clkbuf_16. The clock network is responsible for 44.5% of the overall power. Across all checked pins, the minimum headroom to the slew limit is 41.9%. The tally of buffers added on design ports came out at 231.

Per the detail_route report, routed wire per instance is 19.3 um. For this run, the detailed router reports a per-instance via density of 5.64. Summing the sequential cell areas from Yosys gives 43.8% of the chip area. The wire length of the first global-routing pass was 59700 um; the number of flops mapped to enable cells by yosys was 0. The run gives 0 for the max-capacitance violation count. The maximum cell stage delay along the critical path works out to 0.72 ns. With the net switching fraction of the power at 22.5%, the overall die width is 162 um.

In the synthesized netlist the dominant register cell turns out to be sky130_fd_sc_hd__dfxtp_1. The total vias in the final route came out at 11.1k. The global routing report lists met3 layer usage as 7.89%. The run gives 31 for the number of buffers inserted during clock tree synthesis. Sorting the Yosys area breakdown by cell type puts at the top sky130_fd_sc_hd__dfxtp_1. The highest supply drop recorded on VDD is 139 uV. The gate-level netlist out of Yosys references 64 unique cell types. The share of Yosys cell area claimed by the top area cell type works out to 43.8%. The run gives 25100 um^2 for the placeable core region. The minimum setup slack after placement was 4.04 ns.

The final timing report gives a worst setup slack of 4.54 ns. The cell internal power dissipation came out at 1.99 mW. In this run, the combinational gates consume 7.5% of the power. The sequential power share is 47.9%, and the portion of the clock cycle consumed by the worst path in the final layout is 51.7%. Synthesis produced 1463 cells. The fraction of registers with async set or reset after synthesis is 0%. The Yosys warning count came out at 1. The hold path startpoint is mst_state[3].

Before any placement, the netlist area is recorded as 12800 um^2. Number of hold violations in the final report: 0. The run finished with clean final reports.

Post-CTS repair ended up resizing 0 cells. Global route summary, busiest routing layer listed as met2. STA classifies the critical path endpoint as a flip-flop.

The setup check on the worst reg-to-reg path leaves a slack of 5.98 ns. The run gives 0.55 ns as the source-to-sink clock delay at the later pin of the worst-skew pair.
sequential cells by signal, indices dropped and copies added (netlist names), 7 cells and up:
| register | cells |
|---|---|
| axi_araddr | 32 |
| cycle_counter | 64 |
| instret_counter | 64 |
| mst_state | 7 |
| fetched_data_dly | 32 |
| axi_awaddr | 32 |
| fetched_data | 32 |
| cycle_counter_ctrl | 8 |
per-layer routing:
metal  up-vias  share of wire (%)
li1       5509                  -
met1      5187                 43
met2       344                 45
met3        77                7.9
met4         0                4.0
met5         -                  0
power by group through the flow:
stage	registers (mW)	logic, mW	clock network (mW)
CTS	1.23	0.195	1.16
global route	1.23	0.212	1.21
finish	1.23	0.194	1.14
synth_stat cells, types with 3 or more instances:
| master | n |
|---|---|
| sky130_fd_sc_hd__buf_4 | 42 |
| sky130_fd_sc_hd__inv_1 | 22 |
| sky130_fd_sc_hd__a31oi_1 | 4 |
| sky130_fd_sc_hd__or4_1 | 27 |
| sky130_fd_sc_hd__nor3b_1 | 4 |
| sky130_fd_sc_hd__o221ai_1 | 4 |
| sky130_fd_sc_hd__nand4_1 | 76 |
| sky130_fd_sc_hd__xnor2_1 | 21 |
| sky130_fd_sc_hd__nor2_1 | 175 |
| sky130_fd_sc_hd__o211ai_1 | 9 |
| sky130_fd_sc_hd__buf_2 | 5 |
| sky130_fd_sc_hd__nand3_1 | 39 |
| sky130_fd_sc_hd__a221oi_1 | 7 |
| sky130_fd_sc_hd__xor2_1 | 49 |
| sky130_fd_sc_hd__nand2_1 | 95 |
| sky130_fd_sc_hd__o31ai_1 | 23 |
| sky130_fd_sc_hd__o21ai_0 | 109 |
| sky130_fd_sc_hd__nor4_1 | 19 |
| sky130_fd_sc_hd__nand4b_1 | 3 |
| sky130_fd_sc_hd__mux2i_1 | 85 |
| sky130_fd_sc_hd__and3_1 | 15 |
| sky130_fd_sc_hd__nor4_4 | 3 |
| sky130_fd_sc_hd__or3_1 | 22 |
| sky130_fd_sc_hd__nor2b_1 | 6 |
| sky130_fd_sc_hd__clkbuf_8 | 3 |
| sky130_fd_sc_hd__ha_1 | 3 |
| sky130_fd_sc_hd__nor3_1 | 15 |
| sky130_fd_sc_hd__o22ai_1 | 9 |
| sky130_fd_sc_hd__dfxtp_1 | 280 |
| sky130_fd_sc_hd__buf_1 | 11 |
| sky130_fd_sc_hd__and2_1 | 37 |
| sky130_fd_sc_hd__mux2_2 | 18 |
| sky130_fd_sc_hd__a2bb2oi_1 | 5 |
| sky130_fd_sc_hd__and4_1 | 12 |
| sky130_fd_sc_hd__a22oi_1 | 9 |
| sky130_fd_sc_hd__clkbuf_1 | 66 |
| sky130_fd_sc_hd__nand2b_1 | 13 |
| sky130_fd_sc_hd__o21a_1 | 5 |
| sky130_fd_sc_hd__a21oi_1 | 82 |
kinds of logic (layout without fill, tap and decap cells):
| kind of cell | Yosys count | after routing | synth area share (%) |
|---|---|---|---|
| AND/OR/NAND/NOR | 579 | 579 | 24.2 |
| flip-flops | 280 | 280 | 43.8 |
| AND-OR/OR-AND | 274 | 274 | 12.4 |
| buffers and inverters | 152 | 325 | 6.10 |
| multiplexers | 103 | 103 | 8.23 |
| XOR/XNOR | 70 | 70 | 4.79 |
| adder cells (fa/ha/maj) | 4 | 4 | 0.450 |
| other | 1 | 6 | 0.0293 |
per-stage QoR:
step / cells / hold WS (ns) / power (mW)
5_1_grt: 1971 / 0.439 / 2.65
6_report: 1971 / 0.429 / 2.57
3_3_place_gp: 1917 / 0.413 / 1.45
4_1_cts: 1971 / 0.433 / 2.59
2_1_floorplan: 1468 / 0.390 / 1.34
3_5_place_dp: 1917 / 0.423 / 1.45
worst max-delay path by stage:
stage / start / end / slack (ns) / cells past startpoint
after global routing: M_CORE_commit_count[0] / instret_counter[58] / 4.27 / 10
final: M_CORE_commit_count[0] / instret_counter[56] / 4.54 / 10
after CTS: M_DEVICE_store_data[3] / M_AXI_WDATA[3] / 4.56 / 2
layout make-up:
class                   count  area (um^2)
fillers                  2056         9180
multi-input cells        1036         6430
flip-flops and latches    280         5610
repair buffers            249         2440
clock buffers              50          927
well taps                 330          413
inverters                  22         85.1
clock inverters             4         23.8
Power and IR drop assume default switching activity.
