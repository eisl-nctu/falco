## flow/design.v

```verilog
module distri_ram
#(parameter ENTRY_NUM = 24, ADDR_WIDTH = 5, DATA_WIDTH = 32)
(
    input  clk,
    input  we,
    input  [DATA_WIDTH - 1: 0] data_i,
    input  [ADDR_WIDTH - 1: 0] write_addr,
    input  [ADDR_WIDTH - 1: 0] read_addr,
    output [DATA_WIDTH - 1: 0] data_o
);
reg [DATA_WIDTH - 1: 0] history_table [ENTRY_NUM - 1: 0];
assign data_o = history_table[read_addr];
integer i;
initial
begin
    for (i = 0;i < ENTRY_NUM;i = i + 1)
        history_table[i] <= 0;
end
always @(posedge clk)
begin
    if (we)
    begin
        history_table[write_addr] <= data_i;
    end
end
endmodule  
```

## flow/run.sh

```bash
#!/bin/bash
# OpenROAD 26Q1-2900-gdf79404cd8, Yosys 0.63+post, stock flow scripts
make -C /OpenROAD-flow-scripts/flow DESIGN_CONFIG=/design/flow/config.mk WORK_HOME=/design/flow/orfs finish
```

## flow/config.mk

```make
export PLATFORM = sky130hd
export DESIGN_NAME = distri_ram
export DESIGN_NICKNAME = distri_ram
export VERILOG_FILES = /design/flow/design.v
export SDC_FILE = /design/flow/constraint.sdc
export NUM_CORES = 4
export LEC_CHECK = 1
export CORE_UTILIZATION = 50
```

## flow/constraint.sdc

```tcl
current_design distri_ram

set clk_period 5.7
set clk_io_pct 0.2

create_clock -name clk0 -period $clk_period [get_ports {clk}]

set non_clock_inputs [all_inputs -no_clocks]
set_input_delay [expr $clk_period * $clk_io_pct] -clock clk0 $non_clock_inputs
set_output_delay [expr $clk_period * $clk_io_pct] -clock clk0 [all_outputs]
```

==> Changelog: implementation <==
### Physical design

- Outcome: finished clean
- Log Warnings: 25
- First-pass GRT wire length: 100200 um
- Ys cells: 1511
- Ys Warns: 1
- H-tree levels: 3
- Netlist cell types: 24
- Synthesized flop and latch total: 768
- Starting Density: 0.5099
- Num Clock Sinks: 768
- Filler cells: 4180
- Crit path arrival time: 3.51 ns
- Buffers added on ports: 75
- Commonest Layout Cell: edfxtp_1
- CTS tree: done
- Crit path capture type: primary output
- Biggest register: history_table
- Hold Slack: 1.649 ns
- Min-delay worst type: in -> reg
- Crit path DRT: 4.56 ns
- Top logic cells by instance count in the layout: 768 x edfxtp_1, 232 x mux2i_1, 98 x nand2_1
- Worst-Margin Slew: 0.8813 ns
- Tot GR Track Use: 0.2616
- Mapped Cells: 1511
- Post-CTS Setup Bufs: 0
- LEAKAGE: 11.27 nW
- Largest net degree at the start of global routing: 80
- Core outline area: 58140 um2
- Die area: 60260 um2
- DR iter-0 viols: 844
- Row count: 88
- Clk root buf: clkbuf_16
- Via/cell ratio: 5.935
- Seq/Total Area, Yosys: 0.7780
- Vias in the first global route: 15750
- Initial antenna violation count: 2
- Setup TNS: 0 ns
- Max clock buf depth: 3
- Design Area, Final: 34080 um2
- RSZ-0062 raised after global routing: no
- Total grt overflow: 0
- Yosys stat chip area: 29640 um2
- Post-layout util: 0.5862
- Max VDD drop: 0.2560 mV
- Minimum clock period: 4.653 ns
- Type of the worst setup path: in -> out
- Post-DRT Antenna Nets: 0
- Max-slew violation count: 0
- # IOs: 76
- Cell area power density: 344.8 nW/um2
- Final WL: 68140 um
- Share of cells above drive strength 1: 0.1776
- Synth Cell Area: 29640 um2
- Max_cap viols: 0
- CTS Hold Bufs: 0
- Syn Area/Cell: 19.62 um2
- Max-slew headroom: 0.4106
- TritonCTS buffer count: 79
- N_diodes: 0
- Drt pass-1 iters: 4
- Fin crit share: 0.8163
- Biggest regs: history_table (768)
- Cell Area, Placed: 31660 um2
- Drt wl/cell: 27.70 um
- F_max: 214.9 MHz
- Startpoint Class: input pin
- RD Place Congestion: 0.8091
- DP Wirelength: 35330 um
- Via count: 14600
- Max FFs per register: 768
- Area Growth Syn to Fin: 14.96%
- Crit Path Max Fanout: 48
- Clock-pin transition on the worst setup and hold timing paths: 0.06 ns
- # DRC: 0
- # setup viols final: 0
- Die width: 245.5 um
- Die Ht: 245.5 um
- Post-CTS resize count: 0
- Final Hold Fails: 0
where the power goes:
part / total (W) / internal (W) / switching, W
Clock: 0.00483 / 0.00280 / 0.00203
Combinational: 0.000619 / 0.000258 / 0.000361
Sequential: 0.00630 / 0.00629 / 0.0000135
Total: 0.0117 / 0.00935 / 0.00240
synthesized netlist by cell type (all sizes together):
cell type	n	area, um2
a221oi	12	105.1
a22oi	72	540.5
and2	1	6.260
buf	46	311.5
clkbuf	37	138.9
edfxtp	768	23060
inv	1	3.750
mux2	32	360.4
mux2i	232	2322
mux4	76	1712
nand2	98	367.9
nand2b	1	6.260
nand3	53	265.3
nand3b	4	30.03
nand4	32	200.2
nor2	28	107.6
nor2b	3	18.77
o21ai	12	60.06
or3	1	6.260
or3b	2	17.52
metal layers:
| metal | track usage | share of wire | vias up | routed length, um |
|---|---|---|---|---|
| met5 | 0.01307 | 0.0013 | - | 90 |
| met3 | 0.1842 | 0.16 | 101 | 11110 |
| li1 | - | - | 6389 | - |
| met2 | 0.3581 | 0.46 | 921 | 31370 |
| met1 | 0.3879 | 0.36 | 7182 | 24330 |
| met4 | 0.04165 | 0.018 | 6 | 1239 |
final timing paths:
check / startpoint / to / depth (start not counted) / slack (ns)
max: read_addr[0] / data_o[7] / 8 / 1.05
min: data_i[31] / history_table[1][31] / 1 / 1.65
kinds of logic (layout without fill, tap and decap cells):
family | after synthesis | in the layout | share of synthesized area
AND-OR/OR-AND | 96 | 96 | 0.02381
AND/OR/NAND/NOR | 223 | 223 | 0.03461
flip-flops | 768 | 768 | 0.7780
buffers and inverters | 84 | 268 | 0.01532
multiplexers | 340 | 340 | 0.1482
critical path: stages:
cell	delay [ns]
buf_8	0.38
buf_12	0.33
buf_4	0.40
mux2i_1	0.14
a22oi_1	0.32
nand3_1	0.16
nand3_1	0.12
clkdlybuf4s50_1	0.46
cell type report:
type,count,area (um2),share of cell area
clock buffer,98,2155,0.06323
clock inverter,39,262.8,0.007711
inverter,1,3.754,0.0001102
multi-input combinational,659,6337,0.1860
sequential,768,23060,0.6768
tap,765,957.2,0.02809
timing repair buffer,130,1299,0.03811
metrics by stage:
| step | std cells | setup WS (ns) | total power (W) |
|---|---|---|---|
| 2_1_floorplan | 1511 | 2.154 | 0.006735 |
| 3_3_place_gp | 2323 | 1.053 | 0.007037 |
| 6_report | 2460 | 1.047 | 0.01175 |
| 3_5_place_dp | 2323 | 1.028 | 0.007044 |
| 4_1_cts | 2460 | 0.9663 | 0.01185 |
| 5_1_grt | 2460 | 0.8967 | 0.01212 |
Power is estimated from default activity; no workload was simulated.
