`design/flow/config.mk`:
```
export PLATFORM = sky130hd
export DESIGN_NAME = distri_ram2r1w
export DESIGN_NICKNAME = distri_ram2r1w
export VERILOG_FILES = /design/flow/design.v
export SDC_FILE = /design/flow/constraint.sdc
export NUM_CORES = 4
export LEC_CHECK = 1
export CORE_UTILIZATION = 30
```
`design/flow/design.v`:
```
module distri_ram2r1w
#(parameter ENTRY_NUM = 24, ADDR_WIDTH = 5, DATA_WIDTH = 32)
(
    input  clk,
    input  we,
    input  [DATA_WIDTH - 1: 0] data_i,
    input  [ADDR_WIDTH - 1: 0] write_addr,
    input  [ADDR_WIDTH - 1: 0] read_0_addr,
    input  [ADDR_WIDTH - 1: 0] read_1_addr,
    output [DATA_WIDTH - 1: 0] data_0_o,
    output [DATA_WIDTH - 1: 0] data_1_o
);
reg [DATA_WIDTH - 1: 0] history_table [ENTRY_NUM - 1: 0];
assign data_0_o = history_table[read_0_addr];
assign data_1_o = history_table[read_1_addr];
integer i;
initial
begin
    for (i = 0;i < ENTRY_NUM;i = i + 1)
        history_table[i] <= 0;
end
always @(posedge clk)
begin
    if (we)
    begin
        history_table[write_addr] <= data_i;
    end
end
endmodule  
```
`design/flow/run.sh`:
```
#!/bin/bash
# OpenROAD 26Q1-2900-gdf79404cd8, Yosys 0.63+post, stock flow scripts
make -C /OpenROAD-flow-scripts/flow DESIGN_CONFIG=/design/flow/config.mk WORK_HOME=/design/flow/orfs finish
```
`design/flow/constraint.sdc`:
```
current_design distri_ram2r1w

set clk_period 3.5
set clk_io_pct 0.2

create_clock -name clk0 -period $clk_period [get_ports {clk}]

set non_clock_inputs [all_inputs -no_clocks]
set_input_delay [expr $clk_period * $clk_io_pct] -clock clk0 $non_clock_inputs
set_output_delay [expr $clk_period * $clk_io_pct] -clock clk0 [all_outputs]
```
==> flow_summary.yaml <==
# generated from flow reports
min_path:
  min_from: "write_addr[1]"
  hold_path_end: "history_table[10][7]"
  whs_path_depth: 4
  hold_path_class: "primary input to flip-flop"
clock_network:
  clk_root_buffer_cell: "clkbuf_16"
  cts_tree: "built"
  ctsHoldBuffers: 0
  htree_levels: 3
  cts_buffers: 75
  clk_pin_slew_worst_paths_ns: 0.06
  clock_sinks: 768
  ctsLongestPathBuffers: 3
detailed_routing:
  vias_per_cell: 5.51
  vias: 21700
  drc: 0
  routed_wl_mm: 115
  post_drt_wl_per_cell_um: 29.0
  drt-initial-drc-count: 1460
  drtPass1Iterations: 5
  drtAntennaViolNets: 0
die:
  rows: 126
  io_pins: 113
  coreArea_mm2: 0.118
  die_x_um: 348
  die_h_um: 348
  fp_util_pct: 30.3
  die_area_mm2: 0.121
placed_design:
  portBuffers: 112
  dp_hpwl_mm: 68.5
  gp_congestion: 0.878
layout:
  largest_register_ffs: 768
  top_register: "history_table"
  top_regs: "history_table x768"
  drive_gt1_share_pct: 27.8
  areaGrowthSynthToFinish_pct: 21.9
  layout_top_cells: "edfxtp_1, mux2i_1, mux4_2"
  lay_top_count: "edfxtp_1"
job:
  cap_violations: 0
  tool_warnings: 25
sta:
  rsz0062_at_grt: "no"
  period_used_pct: 98.3
  period_needed_ns: 3.44
  hold-worst-slack_ns: 1.15
  slew_viol_final: 0
  worst_pin_slew_ns: 0.885
  relSlewSlack_pct: 40.8
  finalSetupViolations: 0
  max_freq_ghz: 0.291
  finalHoldViolCount: 0
power_and_ir_drop:
  fin_total_pwr_mw: 20.6
  p_leak_nw: 14.7
  p_per_area_mw_per_mm2: 471
  vdd_drop_max_mv: 0.344
worst_setup_path:
  crit_fanout: 20
  slowest_delay_ns: 0.51
  critPathArrivalTime_ns: 2.74
  path_cells: "buf_6 -> buf_12 -> mux4_2 -> mux2i_1 -> o311ai_0 -> buf_4 -> clkdlybuf4s50_1"
  critical_path_class: "primary input to output port"
  startpoint: "read_1_addr[1]"
  worstSetupStartpointType: "primary input"
  cpMaxStageDelayCell: "clkdlybuf4s50_1"
  worstPathRequired_ns: 2.80
  worstSetupEndpointType: "output port"
status:
  status: "complete, no violations"
synthesis:
  avgSynthCellArea_um2: 17.6
  synth_area_mm2: 0.0359
  top_area_cell: "edfxtp_1"
  ys.warnings.count: 1
  yosysChipArea_mm2: 0.0359
  synth_flops: 768
  yosysCellCount: 2038
  yosysTopAreaCellShare_pct: 64.3
  top_cells_by_area: "edfxtp_1, mux4_2, mux2i_1"
  synthCells: 2038
  synth.distinct_cells: 30
  ys_seq_share_pct: 64.3
grt:
  met2_usage_pct: 28.6
  grt_max_degree: 78
  grt_util_met3_pct: 19.5
  antenna_found_initial: 9
  grt_pass1_vias: 24400
  use_met1_pct: 21.0
  top_usage_layer: "met2"
  grt_use_total_pct: 20.1
  grt.overflow.total: 0
  grt_pass1_wl_mm: 164
-- cell usage after synthesis --
| library cell | count |
|---|---|
| o311ai_0 | 32 |
| nand2_1 | 97 |
| or3b_2 | 3 |
| nand3b_1 | 4 |
| buf_8 | 6 |
| o211ai_1 | 32 |
| buf_12 | 2 |
| a221oi_1 | 32 |
| a21oi_1 | 32 |
| or3_1 | 1 |
| nand3_1 | 97 |
| mux4_2 | 224 |
| a2bb2oi_1 | 32 |
| mux2_2 | 32 |
| nor2_1 | 27 |
| o21ai_1 | 5 |
| inv_2 | 1 |
| buf_6 | 9 |
| or2_2 | 1 |
| edfxtp_1 | 768 |
| o21ai_0 | 27 |
| mux2i_1 | 352 |
| buf_1 | 17 |
| buf_2 | 44 |
| a22oi_1 | 64 |
| and2_1 | 3 |
| clkbuf_1 | 65 |
| buf_4 | 22 |
| nand2b_1 | 1 |
| nor2b_1 | 6 |
-- worst max-delay path by stage --
| stage | to | depth (start not counted) |
|---|---|---|
| after CTS | data_1_o[14] | 8 |
| after global routing | data_0_o[10] | 8 |
| final | data_1_o[15] | 7 |
-- area by class of cell --
class,instances,area [µm²]
fillers,10600,74600
multi-input cells,1104,12200
repair buffers,342,4010
diodes,1,2.50
inverters,1,3.75
flip-flops and latches,768,23100
well taps,1600,2000
clock buffers,95,2040
clock inverters,39,389
-- power breakdown --
group / switching (mW) / total (mW) / internal (mW)
Combinational: 1.15 / 2.17 / 1.01
Sequential: 0.0449 / 10.3 / 10.2
Clock: 3.45 / 8.15 / 4.70
Total: 4.65 / 20.6 / 16.0
-- metal layers --
| layer | vias to the layer above | wire length (µm) |
|---|---|---|
| met5 | - | 274 |
| met4 | 8 | 3320 |
| met3 | 248 | 24500 |
| met2 | 1758 | 50800 |
| met1 | 10700 | 35700 |
| li1 | 9038 | - |
-- stage by stage --
step                      setup TNS [ns]  std cells  util (%)  setup slack (ns)  instance area [µm²]
after detailed placement           -1.57       3794      34.5            -0.337                40900
after global routing                   0       3950      37.0           0.00339                43800
after floorplan                        0       2038         -             0.394                35900
final                                  0       3950      37.0            0.0599                43800
after CTS                              0       3929      36.6          0.000867                43400
after global placement             -1.71       3794      34.5            -0.326                40900
-- critical path: cells and delay by family --
kind | cells | cell delay [ns]
buf+inv | 4 | 1.23
compound gates | 1 | 0.48
mux | 2 | 0.29
-- cell families (layout without fill, tap and decap cells) --
family,after synthesis,in the layout,synth area share [%]
buffers and inverters,166,477,2.59
muxes,608,608,24.9
other,0,1,0
AOI/OAI and AO/OA,256,256,5.24
and+or+nand+nor,240,240,3.02
DFF,768,768,64.3
-- repair_timing --
item | in CTS | in global routing
gates resized | 20 | 34
hold endpoints to repair | 0 | 0
setup endpoints to repair | 21 | 47
cloned | 1 | 4
setup buffers | 0 | 16
pin swaps | 1 | 2
Power and IR drop assume default switching activity.
